`design/flow/design.v`:
```
`timescale 1 ns / 1 ps
module Ejercicio2 ( IN ,ERROR ,UNLOCK, resetn, clk );
	input IN, resetn, clk;
	output reg ERROR ;
	output reg UNLOCK ;
	parameter [3:0] inicio 	= 4'b0000;	
	parameter [3:0] A 		= 4'b0001;
	parameter [3:0] B 		= 4'b0010;
	parameter [3:0] C 		= 4'b0011;
	parameter [3:0] D 		= 4'b0100;
	parameter [3:0] E 		= 4'b0101;
	parameter [3:0] F 		= 4'b0110;
	parameter [3:0] unlock 	= 4'b0111;
	parameter [3:0] error1 	= 4'b1000;
	parameter [3:0] error2 	= 4'b1001;
	reg [3:0] act, prox;
	always @(IN, act)
		begin
			case(act)
				inicio: 
					begin
						if(IN) prox=A;
						else prox=error1;
					end
				A:
					begin
						if(!IN) prox=B;
						else prox=error1;
					end
				B:
					begin
						if(IN) prox=C;
						else prox=error1;
					end
				C:
					begin
						if(IN) prox=D;
						else prox=error1;
					end
				D:
					begin
						if(!IN) prox=E;
						else prox=error1;
					end
				E:
					begin
						if(!IN) prox=F;
						else prox=error1;
					end
				F:
					begin
						if(!IN) prox=unlock;
						else prox=error1;
					end
				unlock:
					begin
						if(!IN) prox=unlock;
						else prox=inicio;
					end
				error1: prox=error2;
				error2:	prox=inicio;
			endcase
		end
	always @(negedge resetn, posedge clk)
		begin
			if (resetn == 0)
				act <= inicio;
			else
				act <= prox;
		end
	always @(act)
		begin
			if (act == unlock)
				begin
					UNLOCK = 1;
					ERROR = 0;
				end
			else if (act == error1 || act == error2)	
				begin
					UNLOCK = 0;
					ERROR = 1;
				end
			else	 
				begin
					UNLOCK = 0;   
					ERROR = 0;
				end
		end
endmodule 										   
```
`design/flow/constraint.sdc`:
```
current_design Ejercicio2

set clk_period 1.3
set clk_io_pct 0.2

create_clock -name clk0 -period $clk_period [get_ports {clk}]

set non_clock_inputs [all_inputs -no_clocks]
set_input_delay [expr $clk_period * $clk_io_pct] -clock clk0 $non_clock_inputs
set_output_delay [expr $clk_period * $clk_io_pct] -clock clk0 [all_outputs]
```
`design/flow/run.sh`:
```
#!/bin/bash
# OpenROAD 26Q1-2900-gdf79404cd8, Yosys 0.63+post, stock flow scripts
make -C /OpenROAD-flow-scripts/flow DESIGN_CONFIG=/design/flow/config.mk WORK_HOME=/design/flow/orfs finish
```
`design/flow/config.mk`:
```
export PLATFORM = sky130hd
export DESIGN_NAME = Ejercicio2
export DESIGN_NICKNAME = Ejercicio2
export VERILOG_FILES = /design/flow/design.v
export SDC_FILE = /design/flow/constraint.sdc
export NUM_CORES = 4
export LEC_CHECK = 1
export CORE_AREA = 10 10 70 70
export DIE_AREA = 0 0 80 80
```
==> flow_metrics.py <==
# Auto-generated metrics
metrics = {
    "outcome": {
        "status": "completed",
    },
    "routing": {
        "avgViaCountPerCell": 3.396,
        "ant_nets": 0,
        "vias": 326,
        "drt-initial-drc-count": 15,
        "antennaDiodeCount": 0,
        "firstDrtPassIters": 4,
        "wl_per_cell_um": 9.083,
        "wirelength_um": 872,
        "drc_errors": 0,
    },
    "final_timing": {
        "unconstrained_endpoints": 8,
        "relSlewSlack": 0.7931,
        "fin_crit_ns": 1.284,
        "setup_ws_ns": 0.01594,
        "worst_pin_slew_ns": 0.3093,
        "finalSetupTns_ns": 0,
        "maxSlewViolCount": 0,
        "setup_violations": 0,
        "rsz0062_at_grt": "true",
        "unclocked_pins": 4,
        "max_freq_ghz": 0.7788,
        "whs_ns": 0.2249,
        "finalCritPeriodShare": 0.9877,
        "final_hold_viol_count": 0,
    },
    "clock_tree": {
        "numCtsBuffers": 3,
        "cts_buffer_depth": 2,
        "tritoncts": "built",
        "htree_num_levels": 1,
        "path_clk_slew_ns": 0.04,
        "cts_root_buf": "clkbuf_4",
    },
    "power_and_ir_drop": {
        "switchingPower_mw": 0.05717,
        "leakagePower_nw": 0.2310,
        "p_total_mw": 0.2964,
        "p_seq_frac": 0.426,
        "clkPwrFrac": 0.509,
        "p_per_area_nw_per_um2": 553.4,
        "combPwrFrac": 0.065,
        "peakVddDrop_mv": 0.3058,
        "power.internal_mw": 0.2392,
        "p_sw_frac": 0.1929,
    },
    "worst_hold_path": {
        "hold_class": "primary input to asynchronous set/reset pin",
    },
    "logic_synthesis": {
        "synth.distinct_cells": 24,
        "syn-instance-count": 38,
        "ys_cells": 38,
        "ff_type": "dlxtn_1",
        "yosysChipArea_um2": 376.6,
        "synthesis.area_um2": 376.6,
        "postSynthAreaPerCell_um2": 9.911,
        "async_reset_ff_frac": 0.5000,
        "yosys_warnings": 1,
        "edf_count": 0,
        "ys.flops": 8,
    },
    "floorplanning": {
        "fp.dieW_um": 80,
        "initial_core_util": 0.1103,
        "top_level_ports": 5,
        "coreArea_um2": 3416,
        "rows": 21,
        "die_h_um": 80,
        "chipArea_um2": 6400,
    },
    "cells_and_area": {
        "final_layout_size_suffix_gt1_frac": 0.4000,
        "fillCellCount": 394,
        "synthToLayoutAreaGrowth_pct": 42.19,
    },
    "critical_path": {
        "path_class": "flip-flop to output pin",
        "cp-start-kind": "flip-flop",
        "slowest_stage": "dfrtp_1",
        "cp_max_fo": 2,
        "crit_required_ns": 1.04,
        "cp.arrival_ns": 1.02,
        "slowest_delay_ns": 0.38,
        "worst_setup_path_end_kind": "output pin",
        "crit_chain": "buf_6 -> and4_1 -> buf_2",
    },
    "place": {
        "gp_congestion": 0.7019,
        "pre_cts_ws_ns": -0.09684,
        "io_buffer_count": 4,
        "hpwl_um": 665.8,
    },
    "grt": {
        "gr-total-overflow": 0,
        "groute.usage.overall": 0.02603,
        "grt_pass1_vias": 278,
        "grt_pass1_wl_um": 1311,
        "antenna_found_initial": 0,
        "grt_max_degree": 11,
    },
    "job": {
        "warnings": 27,
        "cap_violations": 0,
    },
}
how the worst max path moves through the flow:
stage	startpoint	endpoint	slack (ns)
final	act[1]	UNLOCK	0.02
after global routing	act[3]	ERROR	-0.04
after CTS	act[2]	UNLOCK	-0.05
metal layers:
metal / track usage / share of wire / vias to the layer above
li1: - / - / 162
met1: 0.03358 / 0.43 / 154
met2: 0.03371 / 0.44 / 8
met3: 0.01591 / 0.091 / 2
met4: 0.01056 / 0.036 / 0
met5: 0 / 0 / -
state kept, by name, summed over array words and instances, names as in the netlist:
name,flops
act,4
prox,4
synthesized netlist by cell type (2+ instances only):
cell type	count	area share
buf_2	3	0.040
buf_6	2	0.060
dfrtp_1	4	0.27
nor3_1	2	0.027
nor2_1	3	0.030
nand2_1	2	0.020
inv_1	2	0.020
dlxtn_1	4	0.16
worst max-delay path, delay by kind of cell, from the launching register on:
kind,cells,cell delay [ns]
buffers and inverters,2,0.23
DFF,1,0.38
and+or+nand+nor,1,0.18
layout by cell type, fill, tap and decap left out, drive strengths merged, types with 2 or more instances in the layout:
cell type      instances
clkbuf                 3
buf                   11
nor3                   2
dlxtn                  4
inv                    2
nand2                  2
dfrtp                  4
nor2                   3
nor3b                  2
clkdlybuf4s50          2
cell families (layout without fill, tap and decap cells):
kind of cell           count (synthesis)  after routing  share of synthesized area
latches                                4              4                     0.1595
multiplexers                           1              1                    0.02658
AND-OR/OR-AND                          8              8                     0.1927
buffers and inverters                  7             19                     0.1196
AND/OR/NAND/NOR                       14             14                     0.2359
flip-flops                             4              4                     0.2658
power groups by stage:
stage / clock, mW / combinational [mW] / sequential [mW]
CTS: 0.160 / 0.0194 / 0.126
global route: 0.171 / 0.0216 / 0.126
finish: 0.151 / 0.0192 / 0.126
stage by stage:
| stage | util | cells | area (um^2) |
|---|---|---|---|
| after global placement | 0.1432 | 90 | 489.2 |
| after floorplan | - | 38 | 376.6 |
| after detailed placement | 0.1432 | 90 | 489.2 |
| final | 0.1568 | 96 | 535.5 |
| after CTS | 0.1535 | 95 | 524.3 |
| after global routing | 0.1568 | 96 | 535.5 |
area by class of cell:
| type | instances | area (um^2) | share of cell area |
|---|---|---|---|
| multi-input cells | 23 | 171.4 | 0.3201 |
| clock buffers | 3 | 22.52 | 0.04206 |
| inverters | 2 | 7.507 | 0.01402 |
| repair buffers | 14 | 116.4 | 0.2173 |
| flip-flops and latches | 8 | 160.2 | 0.2991 |
| well taps | 46 | 57.56 | 0.1075 |
timing repair:
action / CTS / global route
pin swaps: 1 / 1
setup buffers: 2 / 1
resized: 6 / 1
endpoints found under the setup margin: 2 / 2
hold buffers: 0 / 0
No activity file was given, so power comes from the tool's default toggle rates.
